$ cat ./config.mk
export PLATFORM = sky130hd
export DESIGN_NAME = tt_um_example
export DESIGN_NICKNAME = tt_um_example
export VERILOG_FILES = /design/flow/design.v
export SDC_FILE = /design/flow/constraint.sdc
export NUM_CORES = 4
export LEC_CHECK = 1
export CORE_AREA = 10 10 70 70
export DIE_AREA = 0 0 80 80
$ cat ./design.v
`default_nettype none
module tt_um_example (
    input  wire [7:0] ui_in,     
    output wire [7:0] uo_out,    
    input  wire [7:0] uio_in,    
    output wire [7:0] uio_out,   
    output wire [7:0] uio_oe,    
    input  wire       ena,       
    input  wire       clk,       
    input  wire       rst_n      
);
  assign uo_out  = ui_in + uio_in;   
  assign uio_out = 0;
  assign uio_oe  = 0;
  wire _unused = &{ena, clk, rst_n, 1'b0};
endmodule
$ cat ./constraint.sdc
current_design tt_um_example

set clk_period 4.6
set clk_io_pct 0.2

create_clock -name clk0 -period $clk_period

set non_clock_inputs [all_inputs -no_clocks]
set_input_delay [expr $clk_period * $clk_io_pct] -clock clk0 $non_clock_inputs
set_output_delay [expr $clk_period * $clk_io_pct] -clock clk0 [all_outputs]
$ cat ./run.sh
#!/bin/bash
# OpenROAD 26Q1-2900-gdf79404cd8, Yosys 0.63+post, stock flow scripts
make -C /OpenROAD-flow-scripts/flow DESIGN_CONFIG=/design/flow/config.mk WORK_HOME=/design/flow/orfs finish
==> results.rst <==
Run summary
-----------

.. list-table::
   :header-rows: 1

   * - Metric
     - Value
   * - Count of port buffers added during placement
     - 24
   * - OpenROAD warnings
     - 35
   * - Number of primary I/O pins
     - between 40 and 50
   * - Pin count of the biggest net entering global routing
     - 7
   * - Average footprint of a synthesized cell
     - 7.72 µm²
   * - Min cycle time layout
     - a little under 4 ns
   * - Data arrival at the endpoint of the critical path
     - around 3.0 ns
   * - HPWL after DPL
     - approximately 1200 µm
   * - Final TNS setup
     - 0 ns
   * - Most popular library cell in the synthesized design by count
     - sky130_fd_sc_hd__buf_4
   * - Combinational Area
     - 373 µm²
   * - Sequential cell area fraction in the yosys report
     - 0%
   * - Overall overflow remaining after global route
     - 0
   * - Router iterations before antenna repair
     - 4
   * - Number of instances in the synthesized netlist
     - 59
   * - Maximum clock rate
     - 256 MHz
   * - Max_cap viols
     - 0
   * - Launching element of the worst setup path
     - ui_in[0]
   * - Final worst path period share
     - 84.9%
   * - Count of different cell masters after synthesis
     - 25
   * - Clock tree buffer count of the final layout
     - 0
   * - Cell with the largest stage delay on the worst path
     - sky130_fd_sc_hd__clkdlybuf4s50_1
   * - Critical path startpoint category
     - input pin
   * - Category of the critical setup timing path
     - in2out
   * - All-Layer GR Usage
     - between 3 and 4%
   * - Power per cell area
     - 115 nW/µm²
   * - Most used standard cells in the synthesized netlist
     - sky130_fd_sc_hd__buf_4 (16), sky130_fd_sc_hd__ha_1 (7), sky130_fd_sc_hd__a21oi_1 (5), sky130_fd_sc_hd__inv_1 (5), sky130_fd_sc_hd__o211ai_1 (3)
   * - Starting DRC count in detailed routing
     - 28
   * - Sequential cell area
     - 0 µm²
   * - Die Ht
     - about 80 µm
   * - Total of cells resized after clock tree synthesis
     - 0
   * - Leakage power of the design
     - between 0.2 and 0.3 nW
   * - Total die area
     - approximately 6400 µm²
   * - Overall via count from detail_route
     - 419
   * - Cts hold-fix bufs
     - 0
   * - Required time at the endpoint of the critical path
     - 3.68 ns
   * - Number of global-route vias before repair
     - between 400 and 500
   * - Buf+Inv Stages, Crit Path
     - 3
   * - Cell count of the worst hold path
     - 3
   * - Setup repair after global routing missed its margin
     - false
   * - Initial standard-cell utilization of the core
     - about an eighth
   * - DRC Markers
     - 0
   * - Sum of routed wire length over all layers
     - between 1000 and 1500 µm
   * - Largest type area fraction
     - approximately a quarter
   * - Delay-heaviest family, CP
     - buffers and inverters
   * - Area added between synthesis and finish
     - 51.4%
   * - Critical path peak fanout
     - 3
   * - Hold Crit Class
     - in2out
   * - Destination of the worst hold path
     - uo_out[0]
   * - Core area
     - roughly 3400 µm²
   * - First-pass GRT wire length
     - around 2000 µm
   * - Initial antenna violation count
     - 0
   * - Row count
     - 21
   * - Result of the run
     - complete, no violations
   * - Antenna diode count
     - 0
   * - Max incr delay on CP
     - between 0.5 and 0.6 ns
   * - Cells traversed along the worst timing path
     - clkdlybuf4s50_1 > ha_1 > inv_1 > fa_1 > nor2b_4 > o311ai_0 > o311ai_1 > clkdlybuf4s50_1
   * - Final antenna-violating net count
     - 0
   * - Cell type with the largest total area
     - sky130_fd_sc_hd__buf_4
   * - Synthesis warning total
     - 0
   * - Mapped cell area
     - approximately 460 µm²
   * - Buffers inserted by post-CTS timing repair
     - 0
   * - Die Wd
     - ~80 µm
   * - Top cells by area
     - sky130_fd_sc_hd__buf_4 (26%), sky130_fd_sc_hd__ha_1 (19%), sky130_fd_sc_hd__a21oi_1 (5.5%)
   * - Endpoint type of the worst setup path
     - output port
   * - Via count normalized by instance count
     - around 3.3
   * - Final setup violation count
     - 0
   * - IR drop worst, VDD
     - approximately 0.045 mV
   * - Beginning of the worst hold path
     - uio_in[0]
   * - Routed wire length per instance
     - between 10 and 15 µm
   * - Hold Vio Cnt, Final
     - 0
   * - Num sequential
     - 0
   * - Yosys cell count
     - between 50 and 60
   * - Final design utilization
     - between 20% and 30%
   * - Layout cells sized above 1
     - between 1 and 1.5%
   * - Final RePlAce weighted congestion
     - 0.774
   * - Fin. max-slew vios
     - 0
   * - Most frequent cell on the critical path
     - sky130_fd_sc_hd__clkdlybuf4s50_1
   * - Yosys Chip Area
     - ~460 µm²
   * - Number of fill cells
     - between 300 and 400
cell usage in the layout, fill, tap and decap left out:
cell type                         count
sky130_fd_sc_hd__a211oi_1             1
sky130_fd_sc_hd__o21ai_0              2
sky130_fd_sc_hd__nand2_1              1
sky130_fd_sc_hd__o211ai_1             3
sky130_fd_sc_hd__nor2b_4              1
sky130_fd_sc_hd__nand2b_1             1
sky130_fd_sc_hd__a21o_1               1
sky130_fd_sc_hd__xnor2_1              2
sky130_fd_sc_hd__xor2_1               2
sky130_fd_sc_hd__conb_1              16
sky130_fd_sc_hd__clkdlybuf4s50_1     24
sky130_fd_sc_hd__nor2b_1              1
sky130_fd_sc_hd__fa_1                 1
sky130_fd_sc_hd__o311ai_0             1
sky130_fd_sc_hd__o311ai_1             1
sky130_fd_sc_hd__o21a_1               1
sky130_fd_sc_hd__ha_1                 7
sky130_fd_sc_hd__nor2_1               1
sky130_fd_sc_hd__nor3b_1              1
sky130_fd_sc_hd__a221oi_1             1
sky130_fd_sc_hd__o31a_1               1
sky130_fd_sc_hd__nor3_1               1
sky130_fd_sc_hd__o2bb2ai_1            1
sky130_fd_sc_hd__inv_1                5
sky130_fd_sc_hd__a21oi_1              5
worst max path at each step:
stage | end | slack (ns) | depth (start not counted)
after CTS | uo_out[6] | 0.68 | 8
after global routing | uo_out[5] | 0.51 | 6
final | uo_out[6] | 0.70 | 8
kinds of logic after synthesis:
kind of cell | after synthesis | synth area share, %
compound gates | 18 | 27.2
buf+inv | 21 | 30.5
other cells | 1 | 0.823
xor+xnor | 4 | 7.69
simple gates | 7 | 10.2
fa+ha+maj | 8 | 23.6
worst min-delay path, delay by kind of cell:
family / cells / cell delay (ns)
adders and majority gates: 1 / 0.11
buffers and inverters: 2 / 0.92
report_power, final:
group          internal, W  switching [W]
Combinational    0.0000508      0.0000285
Clock                    0              0
Sequential               0              0
Total            0.0000508      0.0000285
cell type report:
| class | instances | share of cell area (%) |
|---|---|---|
| timing repair buffer | 24 | 34.8 |
| multi-input combinational | 53 | 54.1 |
| tap | 46 | 8.35 |
| inverter | 5 | 2.72 |
per-stage QoR:
step           total power (W)  area (µm²)  std cells  hold slack, ns  setup WS, ns
5_1_grt              0.0000897         689        128            2.92         0.505
3_3_place_gp         0.0000802         689        128            2.87         0.688
3_5_place_dp         0.0000804         689        128            2.88         0.680
4_1_cts              0.0000814         689        128            2.88         0.677
2_1_floorplan        0.0000428         512         74            1.91          1.78
6_report             0.0000793         689        128            2.87         0.697
layer usage:
metal / up-vias / GRT usage [%] / share of wire (%)
met1: 170 / 5.16 / 49
li1: 225 / - / -
met4: 0 / 0 / 0
met5: - / 0 / 0
met2: 24 / 5.46 / 39
met3: 0 / 1.82 / 12
No activity file was given, so power comes from the tool's default toggle rates.
